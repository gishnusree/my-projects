[flow/run.sh]
#!/bin/bash
# OpenROAD 26Q1-2900-gdf79404cd8, Yosys 0.63+post, stock flow scripts
make -C /OpenROAD-flow-scripts/flow DESIGN_CONFIG=/design/flow/config.mk WORK_HOME=/design/flow/orfs finish
[flow/config.mk]
export PLATFORM = sky130hd
export DESIGN_NAME = uart_rx
export DESIGN_NICKNAME = uart_rx
export VERILOG_FILES = /design/flow/design.v
export SDC_FILE = /design/flow/constraint.sdc
export NUM_CORES = 4
export LEC_CHECK = 1
export CORE_UTILIZATION = 30
[flow/constraint.sdc]
current_design uart_rx

set clk_period 2.7
set clk_io_pct 0.2

create_clock -name clk0 -period $clk_period [get_ports {clk}]

set non_clock_inputs [all_inputs -no_clocks]
set_input_delay [expr $clk_period * $clk_io_pct] -clock clk0 $non_clock_inputs
set_output_delay [expr $clk_period * $clk_io_pct] -clock clk0 [all_outputs]
[flow/design.v]
module uart_rx (
    input  logic       clk,
    input  logic       reset,
    input  logic       rx,
    output logic [7:0] data_out,
    output logic       rx_done
);
    parameter CLK_PER_BIT = 10;
    typedef enum logic [2:0] {IDLE, START, DATA, STOP, DONE} state_t;
    state_t state;
    logic [3:0] bit_index;
    logic [15:0] clk_count;
    logic [7:0] rx_data;
    always_ff @(posedge clk or posedge reset) begin
        if (reset) begin
            state <= IDLE;
            rx_done <= 0;
            bit_index <= 0;
            clk_count <= 0;
        end else begin
            case (state)
                IDLE: begin
                    rx_done <= 0;
                    if (~rx)
                        state <= START;
                end
                START: begin
                    if (clk_count == (CLK_PER_BIT/2)) begin
                        if (~rx) begin
                            clk_count <= 0;
                            state <= DATA;
                        end else
                            state <= IDLE;
                    end else
                        clk_count <= clk_count + 1;
                end
                DATA: begin
                    if (clk_count < CLK_PER_BIT - 1)
                        clk_count <= clk_count + 1;
                    else begin
                        clk_count <= 0;
                        rx_data[bit_index] <= rx;
                        if (bit_index < 7)
                            bit_index <= bit_index + 1;
                        else begin
                            bit_index <= 0;
                            state <= STOP;
                        end
                    end
                end
                STOP: begin
                    if (clk_count < CLK_PER_BIT - 1)
                        clk_count <= clk_count + 1;
                    else begin
                        clk_count <= 0;
                        rx_done <= 1;
                        data_out <= rx_data;
                        state <= IDLE;
                    end
                end
            endcase
        end
    end
endmodule
==> run_results.csv <==
group,metric,value,unit
min_path,min_from,"rx_data[2]",
synthesis,async_flop_share,61.0,%
critical_path,r2r_slack,0.26,ns
critical_path,crit_path_top_delay_cell,"or4_4",
clocking,root_buffer,"clkbuf_8",
sta,setup_tns,0,ns
synthesis,syn_inst,214,
min_path,hp-class,"flop to flop",
critical_path,reg2reg_to,"clk_count[12]",
die,coreArea,0.00691,mm^2
detailed_routing,viasPerCell,4.99,
die,initial_utilization,31.6,%
critical_path,end_kind,"flop",
min_path,holdPathEnd,"data_out[2]",
min_path,hold_path_depth,0,
power_and_ir_drop,leakage,0.989,nW
clocking,h-tree-depth,2,
die,chipArea,0.00762,mm^2
synthesis,synth_seq_share,50.7,%
detailed_routing,antenna_left,0,
grt,grtUsageTotal,12.1,%
clocking,cts_sinks,41,
clocking,cts_hold_buffers,0,
sta,skew,0.00424,ns
sta,hold_violations,0,
layout,lay_top_count,"dfrtp_1",
clocking,cts.clk_slew.worst_paths,0.08,ns
critical_path,max_stage_delay,0.59,ns
detailed_routing,drcViolationCount,0,
detailed_routing,num_antenna_cells,0,
sta,fin_crit_sh,90.5,%
synthesis,syn-cell-area,0.00218,mm^2
synthesis,ys_types,43,
synthesis,ys.flops,41,
clocking,clock_latency,0.29,ns
place,dp_cells,325,
detailed_routing,drt_iter0_markers,53,
grt,grt_pass1_wl,7150,um
synthesis,synth.avg_cell_area,10.2,um^2
detailed_routing,wl_per_cell,12.6,um
grt,overflow,0,
critical_path,crit_arrival,2.62,ns
critical_path,cp_common_cell,"or4_4",
grt,antenna_found_initial,0,
layout,areaGrowthSynthToFinish,16.5,%
critical_path,critPathLaunchType,"flop",
synthesis,ff_type,"dfrtp_1",
critical_path,critPathKind,"flop to flop",
detailed_routing,wirelength,4190,um
die,io_pins,12,
sta,hold_ws,0.458,ns
synthesis,ys_cells,214,
die,die_h,87.3,um
grt,grt_max_degree,16,
place,gp_congestion,0.859,
clocking,cts.path.max_buffers,2,
synthesis,synth_warnings,1,
power_and_ir_drop,ir_drop,0.000348,V
detailed_routing,detail_route.first_pass.iterations,4,
layout,post-route-util,36.8,%
status,outcome,"finished, final reports clean",
sta,fmax,409,MHz
die,rows,30,
synthesis,edf_count,16,
sta,maxSlewViolCount,0,
clocking,ctsResizeCount,0,
sta,rsz0062_at_grt,"false",
critical_path,critPathMaxFanout,7,
layout,fill_cells,698,
grt,grt_pass1_vias,1542,
clocking,cts_tree,"yes",
layout,drive_gt1_share,12.2,%
sta,tightest_slew,0.786,ns
critical_path,path_cells,"or4_4, or4_4, mux2i_4, buf_4, o21ai_1, a22o_1",
detailed_routing,vias,1662,
power_and_ir_drop,power,2.47,mW
place,io_buffers,11,
clocking,cts_setup_buffers,0,
critical_path,required,2.88,ns
power_and_ir_drop,p_per_area,971,mW/mm^2
clocking,cts_buffers,5,
critical_path,reg2regPathDepth,6,
layout,finalNonFillerCells,333,
die,die_width,87.3,um
sta,slew_headroom,47.4,%
sta,setup_viol,0,
sta,period_minus_slack,2.44,ns
job,warnings,31,
place,hpwlAfterDp,3030,um
layout,final_cell_mix,"dfrtp_1, nand2_1, o21ai_1",
job,cap_violations,0,
synthesis,ys_area,0.00218,mm^2
critical_path,regToRegStartpoint,"clk_count[8]",
## sequential cells by signal, summed over array words and instances, names as in the netlist
| register | flops |
|---|---|
| data_out | 8 |
| clk_count | 16 |
| rx_data | 8 |
| bit_index | 4 |
| rx_done | 1 |
| state | 4 |
## logic make-up after synthesis
group                    share of synthesized area [%]
AND/OR/NAND/NOR                                   19.3
AND-OR/OR-AND                                     17.9
flip-flops                                        50.7
buffers and inverters                             3.84
adder cells (fa/ha/maj)                           4.59
multiplexers                                      3.21
XOR/XNOR                                         0.401
## per-layer routing
| metal | global-route usage (%) | vias up | routed length (um) |
|---|---|---|---|
| li1 | - | 828 | - |
| met3 | 2.50 | 7 | 178 |
| met2 | 19.0 | 43 | 1910 |
| met5 | 0 | - | 0 |
| met1 | 17.8 | 784 | 2030 |
| met4 | 2.24 | 0 | 68 |
## worst max-delay path, delay by kind of cell, from the launching register on
kind | cells | cell delay [ns]
DFF | 1 | 0.45
buffers and inverters | 1 | 0.19
and+or+nand+nor | 2 | 1.15
muxes | 1 | 0.21
AOI/OAI and AO/OA | 2 | 0.34
## synthesized netlist by cell type (2+ instances only)
library cell  instances  area (um^2)
a22o_1                7         61.3
nor2_1               16         60.1
nand3_1              12         60.1
o2bb2ai_1             5         43.8
nor4_1                2         12.5
and3_1                2         12.5
a2bb2oi_1             3         26.3
or4_4                 4         45.0
dfrtp_1              24          601
nand2_1              19         71.3
mux2_2                2         22.5
nand2b_1              4         25.0
edfxtp_1             16          480
o21ai_1              17         85.1
o21ai_0               8         40.0
nor3_1                8         40.0
or4_1                 2         15.0
o31ai_1               2         15.0
nand3b_1              2         15.0
inv_1                16         60.1
nand4_1               4         25.0
a21oi_1               9         45.0
ha_1                  8          100
a21o_1                2         15.0
clkbuf_1              2         7.51
## worst max-delay path by stage
stage	end	slack, ns	depth (start not counted)	start
CTS	clk_count[8]	0.25	5	clk_count[8]
global route	clk_count[5]	0.16	6	clk_count[12]
finish	clk_count[12]	0.26	6	clk_count[8]
## through the flow
step	cell area [um^2]	setup WS [ns]
final	2540	0.256
after global routing	2540	0.164
after CTS	2540	0.251
after detailed placement	2460	0.258
after global placement	2460	0.280
after floorplan	2180	0.340
## final cells by class
type | count | area (um^2) | area share (%)
inverters | 16 | 60.1 | 2.36
flip-flops and latches | 41 | 1110 | 43.6
clock inverters | 3 | 17.5 | 0.689
well taps | 96 | 120 | 4.72
repair buffers | 20 | 178 | 6.99
multi-input cells | 152 | 991 | 39.0
clock buffers | 5 | 68.8 | 2.71
## report_power, final
group	total, mW	switching (mW)	internal (mW)
registers	0.940	0.156	0.784
clock network	0.391	0.212	0.179
logic	1.14	0.649	0.489
total	2.47	1.02	1.45
Power is estimated from default activity; no workload was simulated.
