==> ./design.v <==
module uart_tx (
    input  logic       clk,
    input  logic       reset,
    input  logic [7:0] data_in,
    input  logic       tx_start,
    output logic       tx,
    output logic       tx_done
);
    parameter CLK_PER_BIT = 10;
    typedef enum logic [2:0] {IDLE, START, DATA, STOP, DONE} state_t;
    state_t state;
    logic [3:0] bit_index;
    logic [7:0] tx_data;
    logic [15:0] clk_count;
    always_ff @(posedge clk or posedge reset) begin
        if (reset) begin
            state <= IDLE;
            tx <= 1'b1;
            tx_done <= 0;
            bit_index <= 0;
            clk_count <= 0;
        end else begin
            case (state)
                IDLE: begin
                    tx <= 1'b1;
                    tx_done <= 0;
                    if (tx_start) begin
                        tx_data <= data_in;
                        state <= START;
                    end
                end
                START: begin
                    tx <= 1'b0;
                    if (clk_count < CLK_PER_BIT - 1)
                        clk_count <= clk_count + 1;
                    else begin
                        clk_count <= 0;
                        state <= DATA;
                    end
                end
                DATA: begin
                    tx <= tx_data[bit_index];
                    if (clk_count < CLK_PER_BIT - 1)
                        clk_count <= clk_count + 1;
                    else begin
                        clk_count <= 0;
                        if (bit_index < 7)
                            bit_index <= bit_index + 1;
                        else begin
                            bit_index <= 0;
                            state <= STOP;
                        end
                    end
                end
                STOP: begin
                    tx <= 1'b1;
                    if (clk_count < CLK_PER_BIT - 1)
                        clk_count <= clk_count + 1;
                    else begin
                        clk_count <= 0;
                        state <= DONE;
                    end
                end
                DONE: begin
                    tx_done <= 1;
                    state <= IDLE;
                end
            endcase
        end
    end
endmodule
==> ./run.sh <==
#!/bin/bash
# OpenROAD 26Q1-2900-gdf79404cd8, Yosys 0.63+post, stock flow scripts
make -C /OpenROAD-flow-scripts/flow DESIGN_CONFIG=/design/flow/config.mk WORK_HOME=/design/flow/orfs finish
==> ./config.mk <==
export PLATFORM = sky130hd
export DESIGN_NAME = uart_tx
export DESIGN_NICKNAME = uart_tx
export VERILOG_FILES = /design/flow/design.v
export SDC_FILE = /design/flow/constraint.sdc
export NUM_CORES = 4
export LEC_CHECK = 1
export CORE_AREA = 10 10 114 114
export DIE_AREA = 0 0 124 124
==> ./constraint.sdc <==
current_design uart_tx

set clk_period 2.5
set clk_io_pct 0.2

create_clock -name clk0 -period $clk_period [get_ports {clk}]

set non_clock_inputs [all_inputs -no_clocks]
set_input_delay [expr $clk_period * $clk_io_pct] -clock clk0 $non_clock_inputs
set_output_delay [expr $clk_period * $clk_io_pct] -clock clk0 [all_outputs]
==> qor.csv <==
metric;value;unit
Slew HR;56.8;%
Critical Path RT;2.68;ns
Critical R2R Capture;state[4];
CTS clock-pin slew for the worst setup and hold paths;0.06;ns
Hold WC Path Type;flop to flop;
antenna cells;0;
Hold Vio Cnt, Final;0;
most common logic cells in the final layout;dfrtp_1, nor2_1, clkdlybuf4s50_1;
Seq pwr share;59.1;%
GP Congestion;0.828;
Net Switching;0.000192;W
final core occ;18.5;%
Max-cap violations;0;
CP Capture Point;state[4];
Hold WS;0.460;ns
share of cells above drive strength 1;12.0;%
dominant logic cell type in the layout;dfrtp_1;
Reg2Reg Depth;5;
register-to-register setup slack;0.43;ns
die area;15400;um2
Critical Path Slowest Stage Cell;a2111oi_4;
number of DRC markers in iteration 0;65;
CP Cell Sequence;or4_4, a2111oi_4, buf_4, nand2_1, o31ai_1;
clk sinks;35;
Gate Count Post-Synth;136;
YS chip area;1540;um2
total number of vias;1032;
Worst-Margin Slew;0.647;ns
WL final;2.61;mm
H-tree levels;2;
initial antenna violation count;0;
Mapped Avg Cell Area;11.3;um2
CTS tree;done;
Setup TNS;0;ns
CP Launch Point;clk_count[6];
# rows;37;
WL/cell;8.88;um
hpwl dp;1.91;mm
fmax;482;MHz
crit path DAT;2.25;ns
Yosys cell types;36;
worst clock skew;0.00682;ns
reg-to-reg startpoint;clk_count[6];
clk buf depth;2;
outcome;finished clean;
Setup Fix Bufs, Post-CTS;0;
hold_buf cts;0;
tool warnings;26;
Comb power frac;2.6;%
Syn Std Cell Area;1540;um2
first-pass GRT wire length;4.74;mm
gr usage total;3.63;%
Pre-antenna DRT Iters;4;
clk latency late pin;0.28;ns
Area growth syn-to-layout;25.2;%
VDD IR-drop max;0.187;mV
Yosys warnings;1;
port bufs;12;
post-route minimum period;2.07;ns
vias in the first global route;1069;
RSZ-0062 raised after global routing;false;
internal power;0.000797;W
pin count of the biggest net entering global routing;28;
I/O Pins;13;
post-CTS sizing;0;
Setup CP Type;flop to flop;
Slew Viols, Final;0;
Post-route DRC;0;
Switching Share;19.4;%
Worst Path Max Fanout;11;
power per cell area;512;nW/um2
Final Power;0.000989;W
Die Y;124;um
Synth Seq Share;59.6;%
CP Launch Type;flop;
DIE WIDTH;124;um
Post-DRT Antenna Nets;0;
Num CTS Buffers;5;
fin crit share;82.9;%
Clk pwr share;38.3;%
synthesized flop and latch total;35;
Clock Tree Root;clkbuf_8;
CP peak stage delay;0.60;ns
element type at the critical path end;flop;
core area;10400;um2
LEAKAGE;0.785;nW
FILL cells;1132;
Initial Utilization;14.8;%
cells in synth_stat.txt;136;
drt via density;3.51;
# setup viols final;0;
total gr overflow;0;
==> cells by family after synthesis <==
| kind of cell | share of synthesized area (%) |
|---|---|
| simple gates | 15.7 |
| flops | 59.6 |
| compound gates | 13.6 |
| buf+inv | 3.98 |
| mux | 4.22 |
| fa+ha+maj | 2.44 |
| xor+xnor | 0.568 |
==> routing by layer <==
layer / vias up / share of wire (%) / GRT usage [%]
met1: 494 / 49 / 4.99
met3: 5 / 2.3 / 0.826
met2: 7 / 46 / 5.79
met5: - / 0 / 0
met4: 0 / 2.6 / 0.719
li1: 526 / - / -
==> critical path: cells and delay by family (launching register included) <==
family | cells | cell delay, ns
buffers and inverters | 1 | 0.26
flip-flops | 1 | 0.43
AND/OR/NAND/NOR | 2 | 0.62
AND-OR/OR-AND | 2 | 0.67
==> cells in the mapped netlist (all sizes together) <==
cell	instances	share of area, %
nor4b	1	0.57
a211o	1	0.57
xnor2	1	0.57
nor2b	1	0.41
mux4	2	2.9
nor3	4	1.3
a31oi	4	1.6
a311oi	1	0.57
dfstp	2	3.4
dfrtp	25	41
o221a	1	0.73
buf	2	1.1
or4	3	1.9
a41oi	1	0.57
a2111oi	1	1.8
nor3b	1	0.49
inv	11	2.7
o31ai	1	0.49
nand2b	5	2.0
a21o	2	0.97
nor2	18	4.5
ha	3	2.4
nor4	1	0.41
clkbuf	1	0.24
mux2i	2	1.3
nand2	9	2.2
nand3	3	0.97
edfxtp	8	16
o22ai	1	0.41
o21ai	12	3.9
nand4	2	0.81
a21oi	6	1.9
==> sequential cells by signal, indices dropped and copies added, names as in the netlist <==
signal and flops:
clk_count 16, state 5, tx_data 8, bit_index 4, tx_done 1, tx 1
==> worst min-delay path by stage <==
stage,cells after the start,slack [ns],startpoint,end
4_1_cts,1,0.47,state[1],state[0]
6_report,1,0.46,state[1],tx_done
5_1_grt,1,0.49,state[1],tx_done
==> power groups by stage <==
| stage | clock network [W] | registers [W] | logic (W) |
|---|---|---|---|
| 6_report | 0.000379 | 0.000585 | 0.0000254 |
| 5_1_grt | 0.000421 | 0.000584 | 0.0000289 |
| 4_1_cts | 0.000399 | 0.000584 | 0.0000269 |
==> through the flow <==
stage	area (um2)	worst slack, ns	cells
after floorplan	1540	0.673	136
after global placement	1850	0.438	286
after detailed placement	1850	0.415	286
after CTS	1930	0.401	294
after global routing	1930	0.266	294
final	1930	0.427	294
==> layout make-up <==
type,count,area (um2),area share [%]
Clock buffer,8,80.1,4.15
Inverter,11,41.3,2.14
Multi-Input combinational cell,87,562,29.1
Sequential cell,35,918,47.6
Tap cell,136,170,8.82
Timing Repair Buffer,17,158,8.17
Power figures rest on the tool's default switching activity, not on a simulated workload.
